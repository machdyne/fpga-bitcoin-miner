==> design/flow/design.v <==
`timescale 1ns / 1ps
module uart(
    input clk,                   
    input rst,                   
    input rx,                    
    output tx,                   
    input transmit,              
    input [7:0] tx_byte,         
    output wire received,             
    output [7:0] rx_byte,        
    output wire is_receiving,    
    output wire is_receive_timeout,    
    output wire is_transmitting, 
    output wire recv_error,       
    output reg [3:0] rx_samples,
    output reg [3:0] rx_sample_countdown
);
	reg [3:0] is_receiving_mem = 4'b1111;
    assign is_receive_timeout = !is_receiving_mem[0] & !is_receiving_mem[1] & !is_receiving_mem[2] & !is_receiving_mem[3];
    parameter baud_rate = 9600;
    parameter sys_clk_freq = 100000000;
    localparam one_baud_cnt = sys_clk_freq / (baud_rate);
    localparam [2:0]     
        RX_IDLE             = 3'd0, 
        RX_CHECK_START      = 3'd1, 
        RX_SAMPLE_BITS      = 3'd2,
        RX_READ_BITS        = 3'd3,      
        RX_CHECK_STOP       = 3'd4, 
        RX_DELAY_RESTART    = 3'd5,
        RX_ERROR            = 3'd6,      
        RX_RECEIVED         = 3'd7; 
    localparam [1:0]     
        TX_IDLE             = 2'd0,
        TX_SENDING          = 2'd1,
        TX_DELAY_RESTART    = 2'd2,
        TX_RECOVER          = 2'd3;
    reg [log2(one_baud_cnt * 16)-1:0] rx_clk;
    reg [log2(one_baud_cnt)-1:0] tx_clk;
    reg [2:0] recv_state = RX_IDLE;
    reg [3:0] rx_bits_remaining;
    reg [7:0] rx_data;
    reg tx_out = 1'b1;
    reg [1:0] tx_state = TX_IDLE;
    reg [3:0] tx_bits_remaining;
    reg [7:0] tx_data;
    reg [log2(one_baud_cnt * 16)-1:0] baud_cnt = 0;
    assign received = recv_state == RX_RECEIVED;
    assign recv_error = recv_state == RX_ERROR;
    assign is_receiving = recv_state != RX_IDLE;
    assign rx_byte = rx_data;
    assign tx = tx_out;
    assign is_transmitting = tx_state != TX_IDLE || transmit;
    function integer log2(input integer M);
        integer i;
    begin
        log2 = 1;
        for (i = 0; 2**i <= M; i = i + 1)
            log2 = i + 1;
    end endfunction
    always @(posedge clk) begin
        baud_cnt <= baud_cnt + 1;
        if (baud_cnt == one_baud_cnt) begin
            is_receiving_mem <= {is_receiving, is_receiving_mem[3:1]};
            baud_cnt <= 0;
        end
        if (rst) begin
            recv_state <= RX_IDLE;
            tx_state <= TX_IDLE;
        end
        if(rx_clk) begin
            rx_clk <= rx_clk - 1'd1;
        end
        if(tx_clk) begin
            tx_clk <= tx_clk - 1'd1;
        end
        case (recv_state)
            RX_IDLE: begin
                if (!rx) begin
                    rx_clk <= one_baud_cnt / 2 - 1;
                    recv_state <= RX_CHECK_START;
                end
            end
            RX_CHECK_START: begin
                if (!rx_clk) begin
                    if (!rx) begin
                        rx_clk <= (one_baud_cnt / 2) + (one_baud_cnt * 3) / 8 - 1; 
                        rx_bits_remaining <= 7;  
                        recv_state <= RX_SAMPLE_BITS;
                        rx_samples <= 0;
                        rx_sample_countdown <= 5;
                    end else begin
                        recv_state <= RX_ERROR;
                    end
                end
            end
            RX_SAMPLE_BITS: begin
                if (!rx_clk) begin
                    if (rx) begin
                        rx_samples <=  rx_samples + 1'd1;
                    end
                    rx_clk <= one_baud_cnt / 8 - 1;
                    rx_sample_countdown <= rx_sample_countdown -1'd1;
                    recv_state <= rx_sample_countdown - 1'd1 ? RX_SAMPLE_BITS : RX_READ_BITS;
                end
            end
            RX_READ_BITS: begin
                if (!rx_clk) begin
                    if (rx_samples > 3) begin
                        rx_data <= {1'd1, rx_data[7:1]};
                    end else begin
                        rx_data <= {1'd0, rx_data[7:1]};
                    end
                    rx_clk <= (one_baud_cnt * 3) / 8 - 1;
                    rx_samples <= 0;
                    rx_sample_countdown <= 5;
                    rx_bits_remaining <= rx_bits_remaining - 1'd1;
                    if(rx_bits_remaining) begin
                        recv_state <= RX_SAMPLE_BITS;
                    end else begin
                        recv_state <= RX_CHECK_STOP;
                        rx_clk <= one_baud_cnt / 2;
                    end
                end
            end
            RX_CHECK_STOP: begin
                if (!rx_clk) begin
                    recv_state <= rx ? RX_RECEIVED : RX_ERROR;
                end
            end
            RX_ERROR: begin
                rx_clk <= 8 * sys_clk_freq / (baud_rate);
                recv_state <= RX_DELAY_RESTART;
            end
            RX_DELAY_RESTART: begin
                recv_state <= rx_clk ? RX_DELAY_RESTART : RX_IDLE;
            end
            RX_RECEIVED: begin
                recv_state <= RX_IDLE;
            end
        endcase
        case (tx_state)
            TX_IDLE: begin
                if (transmit) begin
                    tx_data <= tx_byte;
                    tx_clk <= one_baud_cnt - 1;
                    tx_out <= 0;
                    tx_bits_remaining <= 8;
                    tx_state <= TX_SENDING;
                end
            end
            TX_SENDING: begin
                if (!tx_clk) begin
                    if (tx_bits_remaining) begin
                        tx_bits_remaining <= tx_bits_remaining - 1'd1;
                        tx_out <= tx_data[0];
                        tx_data <= {1'b0, tx_data[7:1]};
                        tx_clk <= one_baud_cnt - 1;
                        tx_state <= TX_SENDING;
                    end 
                    else begin
                        tx_out <= 1;
                        tx_clk <= 16 * one_baud_cnt - 1; 
                        tx_state <= TX_DELAY_RESTART;
                    end
                end
            end
            TX_DELAY_RESTART: begin
                tx_state <= tx_clk ? TX_DELAY_RESTART : TX_RECOVER; 
            end
            TX_RECOVER: begin
                tx_state <= transmit ? TX_RECOVER : TX_IDLE;
            end
        endcase
    end
endmodule
==> design/flow/run.sh <==
#!/bin/bash
# OpenROAD 26Q1-2900-gdf79404cd8, Yosys 0.63+post, stock flow scripts
make -C /OpenROAD-flow-scripts/flow DESIGN_CONFIG=/design/flow/config.mk WORK_HOME=/design/flow/orfs finish
==> design/flow/config.mk <==
export PLATFORM = sky130hd
export DESIGN_NAME = uart
export DESIGN_NICKNAME = uart
export VERILOG_FILES = /design/flow/design.v
export SDC_FILE = /design/flow/constraint.sdc
export NUM_CORES = 4
export LEC_CHECK = 1
export CORE_UTILIZATION = 30
==> design/flow/constraint.sdc <==
current_design uart

set clk_period 6.3
set clk_io_pct 0.2

create_clock -name clk0 -period $clk_period [get_ports {clk}]

set non_clock_inputs [all_inputs -no_clocks]
set_input_delay [expr $clk_period * $clk_io_pct] -clock clk0 $non_clock_inputs
set_output_delay [expr $clk_period * $clk_io_pct] -clock clk0 [all_outputs]
==> changes_impl.md <==
## Implementation

* Tmin final at 3803 ps
* Number of global-route vias before repair at 3570
* Register share after synthesis at ~47%
* Relative max-transition margin at 41.77%
* Number of remaining DRC errors at 0
* Compound Share, Synth at 10.98%
* Crit-path leading delay family: buffers and inverters
* IR Drop Worst-Case VDD at 138.6 µV
* Worst path arrival time at between 2000 and 3000 ps
* First-pass iteration count of the detailed router at 5
* Maximum clock insertion buffer count at 2
* Critical path launch point type: register
* Worst reg2reg endpoint: rx_clk[0]
* Post-synth EDFFs at 37
* Floorplan die height at 127.1 µm
* Area share of xor/xnor cells in the synthesized design at 7.465%
* Final clock period utilization by the worst path at about three fifths
* Yosys stat area at 4693 µm²
* Startpoint of the most critical setup path: recv_state[1]
* Worst min-delay path class: reg -> reg
* # Cells Yosys at 501
* Sum of negative setup slack at 0 ps
* Leakage component of the power at just under 0.002 µW
* Source of the worst register-to-register timing path: rx_clk[3]
* Clock skew after layout at 4.176 ps
* Number of pins with negative max-slew slack in the final report at 0
* RSZ-0062 raised after global routing: no
* Maximum number of pins on one net before global-route repair at 28
* Number of top-level pins at 34
* Total wire length at 10280 µm
* Worst Tran Pin Value at 873.4 ps
* Required time worst endpoint at 5040 ps
* Number of cells produced by synthesis at approximately 500
* Sink Count at approximately 92
* Fraction of final layout cells with drive strength greater than 1 at 5.607%
* Highest net fanout along the worst path at 21
* Number of buffers inserted to repair setup after CTS at 0
* Max H-tree Level at 3
* Number of buffers added by the clock tree synthesis step at 9
* HPWL after detailed placement at 7252 µm
* Grt ovf at 0
* Routability-driven placement congestion ratio at 0.9132
* Antenna Violating Nets Remaining at 0
* Latency at later pin at 340 ps
* Final setup violating endpoints at 0
* Initial DRC count at 409
* Count of warning messages emitted by the tools at 29
* Levels on crit path at 3
* Top FF cell, synth: dfxtp_1
* Areal power density over the cells at between 200 and 300 nW/µm²
* Final core utilization at 36.22%
* Netlist cell types at 64
* Cts hold-fix bufs at 0
* Flops after synth at 92
* Die ar. at 16150 µm²
* Number of antenna violations at the first check in global routing at 0
* Worst-case register-to-register setup slack at 3480 ps
* Total number of vias at 3786
* Area growth, synth to finish at 17.76%
* Post-synth design cell area at 4693 µm²
* Placement row count at 45
* Sequence of cells on the critical path: clkinv_1 > nor2_1 > clkdlybuf4s50_1
* R2R depth at 8
* Post-CTS sizing at 0
* Kind of critical path: reg -> out
* Avg Cell Area, Syn at 9.368 µm²
* Max-cap violations at 0
* Average detailed-routed wire length per instance at 13.78 µm
* Number of port buffers at 33
* Simple-gate share of the synthesized area at 26.05%
* Final Hold Vio Count at 0
* Result of the run: finished clean
* Largest logic family: simple AND/OR/NAND/NOR gates
* CP bufs+invs at 2
* Endpoint of the most critical setup path: recv_error
* Reg clk slew, reported paths at 60 ps
* Hold_sp: rx_data[5]
* Routed via count divided by cell count at a little over 5
* Type of element capturing the critical path: primary output
* Worst Setup Slack, final at 2497 ps
* Yosys Warn Count at 1
* Global-route wire length before repair at 17620 µm
* Fraction of synthesis flops using an asynchronous set or reset pin at 0%
* Overall fraction of global-route tracks in use at 13.90%
* Proportion of synthesized area in mux cells at 1.280%
* Placement-stage worst setup slack at around 2600 ps
* Largest stage delay on the critical path at approximately 760 ps
* Core Footprint at around 15000 µm²
* CTS tree: built
* Antenna diode instance count at 0
* Horizontal die dimension at about 130 µm
* FP Util at 30.76%
* Library cell contributing the largest single delay on the critical path: dfxtp_1
* Achievable frequency at 263.0 MHz
* Fa+ha+maj area frac at under 10%
* Root Buffer Master: clkbuf_16
cells by family (layout without fill, tap and decap cells):
group	after synthesis	count (layout)
simple gates	233	233
flops	92	92
compound gates	76	76
buf+inv	41	75
xor+xnor	40	40
fa+ha+maj	13	13
mux	6	6
how the worst min path moves through the flow:
stage     cells past startpoint  slack [ps]                  end
4_1_cts                       0         450           rx_data[4]
6_report                      0         450           rx_data[4]
5_1_grt                       0         470  is_receiving_mem[1]
layout make-up:
class	count	area, µm²
Multi-Input combinational cell	368	2311
Fill cell	1483	9732
Clock inverter	5	60.06
Tap cell	211	264.0
Inverter	21	78.83
Clock buffer	11	232.7
Timing Repair Buffer	38	367.9
Sequential cell	92	2212
where the power goes:
| part | total (µW) | switching (µW) | internal [µW] | leakage, µW |
|---|---|---|---|---|
| sequential | 699 | 42.1 | 657 | 0.000790 |
| clock | 538 | 228 | 310 | 0.000141 |
| combinational | 168 | 92.4 | 75.5 | 0.00105 |
| total | 1410 | 363 | 1040 | 0.00198 |
flip-flops by register name (all words and copies together), names as in the netlist, 8 cells and up:
signal / count
tx_clk: 14
rx_data: 8
tx_data: 8
rx_clk: 18
baud_cnt: 18
per-layer routing:
metal  part of all wire [%]  vias to the layer above  track usage [%]  wire [µm]
met1                     49                     1788            22.23       5007
met5                      0                        -                0          0
li1                       -                     1869                -          -
met4                    1.8                        0            2.451        180
met3                    6.3                       13            3.072        649
met2                     43                      116            20.07       4443
cell usage in the layout (no fill, tap or decap), types with 3 or more instances in the layout:
cell type / instances
inv_1: 19
clkdlybuf4s50_1: 33
nor2b_1: 6
clkbuf_16: 9
nand2_1: 54
nor4b_1: 5
o21ai_0: 12
nand3b_1: 6
and2_1: 4
nand3_1: 19
mux2i_1: 6
or4_1: 6
dfxtp_1: 55
edfxtp_1: 37
and3_1: 5
nand2b_1: 9
a211oi_1: 3
a31oi_1: 10
a21o_1: 4
xnor2_1: 30
nor2_1: 57
nand4_1: 7
or3_1: 5
buf_4: 5
o211ai_1: 6
xor2_1: 10
ha_1: 13
a21oi_1: 13
nor4_1: 7
nor3_1: 26
o22ai_1: 4
or2_2: 3
cells in the mapped netlist, types with 9 or more instances:
library cell,n,area share [%]
a21oi_1,13,1.4
a31oi_1,10,1.3
clkbuf_1,12,0.96
dfxtp_1,55,23
edfxtp_1,37,24
ha_1,13,3.5
inv_1,19,1.5
nand2_1,54,4.3
nand2b_1,9,1.2
nand3_1,19,2.0
nor2_1,57,4.6
nor3_1,26,2.8
o21ai_0,12,1.3
xnor2_1,30,5.6
xor2_1,10,1.9
metrics by stage:
step           cell area, µm²  instances  hold slack [ps]  power [µW]
6_report                 5527        746            447.7        1405
4_1_cts                  5527        746            448.8        1421
5_1_grt                  5527        746            466.6        1486
2_1_floorplan            4693        501            400.3       825.4
3_5_place_dp             5234        730            434.9       877.6
3_3_place_gp             5234        730            437.1       873.9
worst reg2reg max path, cell delays in order, from the launching register on:
cell	delay, ps
dfxtp_1	370
nor4_4	550
nand2_1	380
nor2_1	410
inv_1	180
ha_1	340
nor2_1	60
or3_1	300
a31oi_1	160
No activity file was given, so power comes from the tool's default toggle rates.
