`design.v`:
```
`timescale 1ns/1ps
module fpgaminer_top (
    input wire hash_clk,
	input wire [255:0] midstate,
	input wire [95:0] work_data,
	input wire [31:0] nonce_min,  
	input wire [31:0] nonce_max,  
	input wire reset,
	output wire [31:0] current_nonce,
	output reg [31:0] golden_nonce = 32'd0,
	output reg new_golden_nonce = 1'd0,  
   output reg [31:0] nonce = 32'd0,
	output wire [0:0] leds
);
	parameter LOOP_LOG2 = 5;
	localparam [5:0] LOOP = (6'd1 << LOOP_LOG2);
	localparam [31:0] GOLDEN_NONCE_OFFSET = (32'd1 << (7 - LOOP_LOG2)) + 32'd1;
	reg [511:0] data = 512'd0;  
	wire [255:0] hash;  
    wire [255:0] hash2;  
	reg [5:0] cnt = 6'd0;  
	wire feedback;  
	reg wait_for_work = 1'b1;
	reg [255:0] midstate_buf = 256'd0;
    reg [95:0] data_buf = 96'd0;
	wire sha_clk = 1'd0;
	assign sha_clk = wait_for_work ? 1'b0 : hash_clk;
	sha256_transform #(.LOOP(LOOP)) uut (
		.feedback(feedback),
		.clk(hash_clk),
		.cnt(cnt),  
		.rx_state(midstate_buf),
		.rx_input(data),  
		.tx_hash(hash)
	);
	sha256_transform #(.LOOP(LOOP)) uut2 (
		.feedback(feedback),
		.clk(hash_clk),
		.cnt(cnt),  
		.rx_state(256'h5be0cd191f83d9ab9b05688c510e527fa54ff53a3c6ef372bb67ae856a09e667),  
		.rx_input({256'h0000010000000000000000000000000000000000000000000000000080000000, hash}),  
		.tx_hash(hash2)
	);	
	reg feedback_d1 = 1'd0;  
	reg golden_nonce_found = 1'd0;  
	wire [5:0] cnt_next;
	wire [31:0] nonce_next;
	wire feedback_next;
	assign cnt_next = (LOOP == 1) ? 6'd0 : (cnt + 6'd1) & (LOOP-1);
	assign feedback_next = cnt_next != 0;
	assign feedback = cnt != 0;
	assign nonce_next = reset ? nonce_min : (feedback_next ? nonce : (nonce + 32'd1));
    assign leds[0] = !wait_for_work;  
	always @ (posedge hash_clk)
	begin
		if (reset) begin
			wait_for_work <= 1'b0;
			cnt <= 1'b0;
			golden_nonce_found <= 1'b0;
			feedback_d1 <= 1'b0;
		end
		midstate_buf <= midstate;
		data_buf <= work_data;
		feedback_d1 <= feedback;
		cnt <= cnt_next;
		new_golden_nonce <= golden_nonce_found;  
		data <= {384'h000002800000000000000000000000000000000000000000000000000000000000000000000000000000000080000000, nonce_next, data_buf[95:0]};
		nonce <= nonce_next;
		golden_nonce_found <= (hash2[255:224] == 32'h00000000) && !feedback_d1 && !wait_for_work;
		if(golden_nonce_found)
		begin
			wait_for_work <= 1'b1;
			case (LOOP)
				1: begin 
					golden_nonce <= nonce - 32'd131;
				end
				2: begin 
					golden_nonce <= nonce - 32'd66;
				end
				default: begin
					golden_nonce <= nonce - GOLDEN_NONCE_OFFSET;
				end
			endcase;
		end
	end
endmodule
`timescale 1ns/1ps
module e0 (
	input [31:0] x, 
	output [31:0] y
);
	assign y = {x[1:0],x[31:2]} ^ {x[12:0],x[31:13]} ^ {x[21:0],x[31:22]};
endmodule
module e1 (x, y);
	input [31:0] x;
	output [31:0] y;
	assign y = {x[5:0],x[31:6]} ^ {x[10:0],x[31:11]} ^ {x[24:0],x[31:25]};
endmodule
module ch (x, y, z, o);
	input [31:0] x, y, z;
	output [31:0] o;
	assign o = z ^ (x & (y ^ z));
endmodule
module maj (x, y, z, o);
	input [31:0] x, y, z;
	output [31:0] o;
	assign o = (x & y) | (z & (x | y));
endmodule
module s0 (x, y);
	input [31:0] x;
	output [31:0] y;
	assign y[31:29] = x[6:4] ^ x[17:15];
	assign y[28:0] = {x[3:0], x[31:7]} ^ {x[14:0],x[31:18]} ^ x[31:3];
endmodule
module s1 (x, y);
	input [31:0] x;
	output [31:0] y;
	assign y[31:22] = x[16:7] ^ x[18:9];
	assign y[21:0] = {x[6:0],x[31:17]} ^ {x[8:0],x[31:19]} ^ x[31:10];
endmodule
`timescale 1ns/1ps
module sha256_transform #(
	parameter LOOP = 6'd4
) (
	input wire feedback, 	 
	input wire clk,
	input wire [5:0] cnt,  
	input wire [255:0] rx_state,  
	input wire [511:0] rx_input,  
	output reg [255:0] tx_hash = {256{1'b1}}  
);
	localparam Ks = {
		32'h428a2f98, 32'h71374491, 32'hb5c0fbcf, 32'he9b5dba5,
		32'h3956c25b, 32'h59f111f1, 32'h923f82a4, 32'hab1c5ed5,
		32'hd807aa98, 32'h12835b01, 32'h243185be, 32'h550c7dc3,
		32'h72be5d74, 32'h80deb1fe, 32'h9bdc06a7, 32'hc19bf174,
		32'he49b69c1, 32'hefbe4786, 32'h0fc19dc6, 32'h240ca1cc,
		32'h2de92c6f, 32'h4a7484aa, 32'h5cb0a9dc, 32'h76f988da,
		32'h983e5152, 32'ha831c66d, 32'hb00327c8, 32'hbf597fc7,
		32'hc6e00bf3, 32'hd5a79147, 32'h06ca6351, 32'h14292967,
		32'h27b70a85, 32'h2e1b2138, 32'h4d2c6dfc, 32'h53380d13,
		32'h650a7354, 32'h766a0abb, 32'h81c2c92e, 32'h92722c85,
		32'ha2bfe8a1, 32'ha81a664b, 32'hc24b8b70, 32'hc76c51a3,
		32'hd192e819, 32'hd6990624, 32'hf40e3585, 32'h106aa070,
		32'h19a4c116, 32'h1e376c08, 32'h2748774c, 32'h34b0bcb5,
		32'h391c0cb3, 32'h4ed8aa4a, 32'h5b9cca4f, 32'h682e6ff3,
		32'h748f82ee, 32'h78a5636f, 32'h84c87814, 32'h8cc70208,
		32'h90befffa, 32'ha4506ceb, 32'hbef9a3f7, 32'hc67178f2};
	genvar i;
	generate
		for (i = 0; i < 64/LOOP; i = i + 1) begin: HASHERS
			wire [511:0] W;  
			wire [255:0] state;  
			sha256_digester U (
				.clk(clk),  
				.k(Ks[32*(63-LOOP*i-cnt) +: 32]),  
				.rx_w(feedback ? W : (i > 0 ? HASHERS[i-1].W : rx_input)),
				.rx_state(feedback ? state : (i > 0 ? HASHERS[i-1].state : rx_state)),  
				.tx_w(W),
				.tx_state(state)  
			);
		end
	endgenerate
	always @ (posedge clk) begin
		if (!feedback)  
		begin
			tx_hash[(((0)+1)*(32)-1):((0)*(32))] <= rx_state[(((0)+1)*(32)-1):((0)*(32))] + HASHERS[64/LOOP-6'd1].state[(((0)+1)*(32)-1):((0)*(32))];
			tx_hash[(((1)+1)*(32)-1):((1)*(32))] <= rx_state[(((1)+1)*(32)-1):((1)*(32))] + HASHERS[64/LOOP-6'd1].state[(((1)+1)*(32)-1):((1)*(32))];
			tx_hash[(((2)+1)*(32)-1):((2)*(32))] <= rx_state[(((2)+1)*(32)-1):((2)*(32))] + HASHERS[64/LOOP-6'd1].state[(((2)+1)*(32)-1):((2)*(32))];
			tx_hash[(((3)+1)*(32)-1):((3)*(32))] <= rx_state[(((3)+1)*(32)-1):((3)*(32))] + HASHERS[64/LOOP-6'd1].state[(((3)+1)*(32)-1):((3)*(32))];
			tx_hash[(((4)+1)*(32)-1):((4)*(32))] <= rx_state[(((4)+1)*(32)-1):((4)*(32))] + HASHERS[64/LOOP-6'd1].state[(((4)+1)*(32)-1):((4)*(32))];
			tx_hash[(((5)+1)*(32)-1):((5)*(32))] <= rx_state[(((5)+1)*(32)-1):((5)*(32))] + HASHERS[64/LOOP-6'd1].state[(((5)+1)*(32)-1):((5)*(32))];
			tx_hash[(((6)+1)*(32)-1):((6)*(32))] <= rx_state[(((6)+1)*(32)-1):((6)*(32))] + HASHERS[64/LOOP-6'd1].state[(((6)+1)*(32)-1):((6)*(32))];
			tx_hash[(((7)+1)*(32)-1):((7)*(32))] <= rx_state[(((7)+1)*(32)-1):((7)*(32))] + HASHERS[64/LOOP-6'd1].state[(((7)+1)*(32)-1):((7)*(32))];
		end
	end
endmodule
module sha256_digester (
	input clk,  
	input [31:0] k,  
	input [511:0] rx_w,  
	input [255:0] rx_state,  
	output reg [511:0] tx_w = 512'd0,  
	output reg [255:0] tx_state = 256'd0  
);
	wire [31:0] e0_w, e1_w, ch_w, maj_w, s0_w, s1_w;
	s0	s0_blk	(rx_w[63:32], s0_w);
	s1	s1_blk	(rx_w[479:448], s1_w);
	wire [31:0] new_w = s1_w + rx_w[319:288] + s0_w + rx_w[31:0];
	e0	e0_blk	(rx_state[(((0)+1)*(32)-1):((0)*(32))], e0_w);
	e1	e1_blk	(rx_state[(((4)+1)*(32)-1):((4)*(32))], e1_w);
	ch	ch_blk	(rx_state[(((4)+1)*(32)-1):((4)*(32))], rx_state[(((5)+1)*(32)-1):((5)*(32))], rx_state[(((6)+1)*(32)-1):((6)*(32))], ch_w);
	maj	maj_blk	(rx_state[(((0)+1)*(32)-1):((0)*(32))], rx_state[(((1)+1)*(32)-1):((1)*(32))], rx_state[(((2)+1)*(32)-1):((2)*(32))], maj_w);
	wire [31:0] t1 = rx_state[(((7)+1)*(32)-1):((7)*(32))] + e1_w + ch_w + rx_w[31:0] + k;  
	wire [31:0] t2 = e0_w + maj_w;  
	always @ (posedge clk) begin
		tx_w[511:480] <= new_w;  
		tx_w[479:0] <= rx_w[511:32];  
		tx_state[(((7)+1)*(32)-1):((7)*(32))] <= rx_state[(((6)+1)*(32)-1):((6)*(32))];  
		tx_state[(((6)+1)*(32)-1):((6)*(32))] <= rx_state[(((5)+1)*(32)-1):((5)*(32))];
		tx_state[(((5)+1)*(32)-1):((5)*(32))] <= rx_state[(((4)+1)*(32)-1):((4)*(32))];
		tx_state[(((4)+1)*(32)-1):((4)*(32))] <= rx_state[(((3)+1)*(32)-1):((3)*(32))] + t1;
		tx_state[(((3)+1)*(32)-1):((3)*(32))] <= rx_state[(((2)+1)*(32)-1):((2)*(32))];
		tx_state[(((2)+1)*(32)-1):((2)*(32))] <= rx_state[(((1)+1)*(32)-1):((1)*(32))];
		tx_state[(((1)+1)*(32)-1):((1)*(32))] <= rx_state[(((0)+1)*(32)-1):((0)*(32))];
		tx_state[(((0)+1)*(32)-1):((0)*(32))] <= t1 + t2;
	end
endmodule
```
`run.sh`:
```
#!/bin/bash
# OpenROAD 26Q1-2900-gdf79404cd8, Yosys 0.63+post, stock flow scripts
make -C /OpenROAD-flow-scripts/flow DESIGN_CONFIG=/design/flow/config.mk WORK_HOME=/design/flow/orfs finish
```
`config.mk`:
```
export PLATFORM = sky130hd
export DESIGN_NAME = fpgaminer_top
export DESIGN_NICKNAME = fpgaminer_top
export VERILOG_FILES = /design/flow/design.v
export SDC_FILE = /design/flow/constraint.sdc
export NUM_CORES = 4
export LEC_CHECK = 1
export CORE_UTILIZATION = 50
```
`constraint.sdc`:
```
current_design fpgaminer_top

set clk_period 809.7
set clk_io_pct 0.2

create_clock -name clk0 -period $clk_period [get_ports {hash_clk}]

set non_clock_inputs [all_inputs -no_clocks]
set_input_delay [expr $clk_period * $clk_io_pct] -clock clk0 $non_clock_inputs
set_output_delay [expr $clk_period * $clk_io_pct] -clock clk0 [all_outputs]
```
==> notes.org <==
* Implementation run

** Status
- The run finished with clean final reports.

** Synthesis
- For this run, asynchronously set or reset flops after synthesis account for 0.
- In the post-synthesis netlist, the cell with the most instances is sky130_fd_sc_hd__nand2_1.
- The most used flip-flop cell after synthesis is sky130_fd_sc_hd__dfxtp_1.
- The area fraction of the largest cell type after synthesis is 0.3798.
- In the synthesized netlist, the number of instances is 20630.
- Distinct cell type count of the synthesized netlist :: 101
- Sorting the Yosys area breakdown by cell type puts at the top sky130_fd_sc_hd__dfxtp_1.
- YS warnings :: 35
- Cell area after synthesis :: 186100 um2
- After synthesis, the cell types taking the most area are sky130_fd_sc_hd__dfxtp_1 (38%), sky130_fd_sc_hd__nand2_1 (11%), sky130_fd_sc_hd__fa_1 (7.7%), sky130_fd_sc_hd__xnor2_1 (6.8%), sky130_fd_sc_hd__edfxtp_1 (5.7%).
- Post-synth tally of flip-flops with integrated enable :: 352
- Dividing the synthesized area by the synthesized cell count gives 9.021 um2.
- Synthesis-stage register bit count :: 3882
- Share of the yosys chip area belonging to registers :: 0.4366
- Summed standard-cell area reported by yosys :: 186100 um2
- Number of cells in Yosys stat :: 20630
- By count the netlist is led by sky130_fd_sc_hd__nand2_1 (5677), sky130_fd_sc_hd__dfxtp_1 (3530), sky130_fd_sc_hd__inv_1 (1811).

** Clock tree
- CTS reports a maximum clock tree buffer depth of 4.
- TritonCTS built the clock tree.
- TritonCTS Sinks :: 3882
- The timing report gives the clock slew at the launch and capture registers of the worst setup and hold paths as 0.06 ns.
- After clock tree synthesis, the setup repair step added 0 buffers.
- Hold buffer count at cts :: 0
- PostCTS Resize Cnt :: 0
- The clock H-tree reported by CTS has 5 levels.
- Clock Tree Root :: sky130_fd_sc_hd__clkbuf_16
- Number of buffers created by CTS :: 400
- The skew report gives the latency at the later pin of the worst-skew pair as 1.02 ns.

** Worst setup path
- Worst R2R Setup Slack :: 795.52 ns
- Reg-to-Reg Start :: cnt[1]$_DFF_P_
- Worst Path Arrival :: 2.35 ns
- The largest single stage delay on the critical path is 0.72 ns.
- Grouping stages by cell kind, the critical path spends the most delay in flip-flops.
- According to the timing report, the critical path is launched from wait_for_work$_SDFFE_PP1P_.
- The critical path's slowest stage uses the library cell sky130_fd_sc_hd__dfxtp_1.
- Buf/Inv on CP :: 2
- In this run the worst path has a maximum fanout of 2.
- Looking at the reg2reg group, the worst path ends at uut2.HASHERS[0].U.tx_state[159]$_DFF_P_.
- Crit path cell chain :: inv_1, clkdlybuf4s50_1
- R2R depth :: 43
- The critical path ends at leds[0].
- Critical path startpoint category :: register
- The critical path crosses 2 cells after its start point.
- The critical path endpoint has a required time of 647.76 ns.
- The critical path is of the reg -> out type.
- Crit end category :: output port

** Floorplan
- Height of the die :: 612.1 um
- Ports placed on the boundary :: 516
- In this run the horizontal extent of the chip is 612.1 um.
- The floorplan step records an initial core utilization of 0.5034.
- Overall chip area :: 374600 um2
- The region available for standard cell placement spans 369700 um2.
- Standard-cell rows :: 223

** Power and ir drop
- In this run the VDD rail shows a maximum IR drop of 0.01211 mV.
- Power per unit of standard cell area :: 4.955 nW/um2
- The script extracted a total leakage power of 0.09795 uW.

** Drt
- The iteration count recorded for the first detailed-route pass is 8.
- The post-route report lists met1 wire length as 300000 um.
- Routed via count divided by cell count :: 5.278
- Once detail routing completed, the nets flagged for antenna violations numbered 0.
- Via total after detailed routing :: 140300
- For this block, the routed nets add up to 754900 um of wire.
- Highest metal layer used by the detailed router :: met5
- Detailed Route Iter0 Violations :: 11430
- Avg WL per Cell :: 28.39 um
- Summed over all nets, wire length on met2 after detailed routing comes to 297400 um.
- Number of design rule violations left after detail routing :: 0
- Per the detail_route log, met3 wirelength is 105400 um.

** Final layout
- Compared with the post-synthesis result, the final layout area differs by 14.31%.
- Per the final layout report, the fraction of cells sized above drive strength 1 comes to 0.06894.
- Once layout is done, the placed cells without fillers occupy 212700 um2.

** Global routing
- Per the GRT congestion report, total overflow comes to 0.
- The first global-routing pass estimated 1031000 um of wire.
- The number of global-route vias before repair is 133800.
- Overall track demand over capacity in global routing :: 0.4236
- The initial antenna violation count was 58.
- Maximum number of pins on one net before global-route repair :: 184

** Place
- RePlAce ended its routability-driven mode at a weighted congestion of 1.112.
- Post-place instance area :: 198200 um2
- I/O Buffers :: 451
- Detailed placement finished with a half-perimeter wire length of 624700 um.
- At the placement stage, the worst setup path has a slack of 646.27 ns.

** Final timing
- Max Clock Freq :: 6.087 MHz
- Slew Limit Headroom :: 0.2432
- Once routing completed, OpenROAD measured the worst setup slack at 645.41 ns.
- Pin slew with the least headroom to its limit :: 1.127 ns
- Post-Route Hold Slack :: 0.2794 ns
- The last timing report of the flow puts the setup violation total at 0.
- Endpoints failing hold :: 0
- Setup clock skew after layout :: 0.08197 ns
- Post-route period utilization is reported as 0.2029.
- Subtracting the final worst setup slack from the clock period gives 164.29 ns.
- Setup repair after global routing missed its margin :: no
- Summed over all failing endpoints, the final setup total negative slack is 0 ns.
- Number of slew-limit violations in the final report :: 0

** Flow run
- Tool warning count :: 107
- Total of max-cap violations :: 0

** Min path
- Worst min path class :: reg -> reg
## where the power goes
part	switching, uW	internal [uW]
clock network	82.7	115
logic	404	233
registers	7.33	212
total	494	560
## final cells by class
class                      count  area [um2]
multi-input combinational  14160       95080
antenna                       26       65.06
sequential                  3882       81250
fill                       31130      157000
timing repair buffer        1015        8906
inverter                    1814        6817
tap                         4950        6193
clock buffer                 558       11760
clock inverter               187        2646
## cell families (layout without fill, tap and decap cells)
group | count (synthesis) | in the layout | share of synthesized area
AND/OR/NAND/NOR | 7993 | 7993 | 0.1834
flip-flops | 3882 | 3882 | 0.4366
buffers and inverters | 2620 | 3574 | 0.05484
AND-OR/OR-AND | 2245 | 2245 | 0.07687
XOR/XNOR | 1765 | 1765 | 0.08405
adder cells (fa/ha/maj) | 1550 | 1550 | 0.1326
multiplexers | 571 | 571 | 0.03155
other | 2 | 59 | 0.00004036
## worst min-delay path by stage
stage                    start                to  cells past startpoint  slack [ns]
5_1_grt   data_buf[95]$_DFF_P_  data[95]$_DFF_P_                      0        0.27
4_1_cts   data_buf[93]$_DFF_P_  data[93]$_DFF_P_                      0        0.27
6_report  data_buf[93]$_DFF_P_  data[93]$_DFF_P_                      0        0.28
## flip-flops by register name (all words and copies together), names as in the netlist, 5 cells and up
register,cells
midstate_buf,256
cnt,5
uut.HASHERS.U.tx_state,512
uut2.HASHERS.U.tx_w,1024
data,98
uut2.HASHERS.U.tx_state,512
uut2.tx_hash,32
golden_nonce,32
uut.HASHERS.U.tx_w,1024
nonce,31
data_buf,96
uut.tx_hash,256
## layout by cell type (no fill, tap or decap), types with 42 or more instances in the layout
cell,count
sky130_fd_sc_hd__xnor2_1,1440
sky130_fd_sc_hd__nand2b_1,228
sky130_fd_sc_hd__maj3_1,46
sky130_fd_sc_hd__nand2_1,5677
sky130_fd_sc_hd__nand4_1,48
sky130_fd_sc_hd__clkinv_2,68
sky130_fd_sc_hd__o21bai_1,96
sky130_fd_sc_hd__mux2i_1,441
sky130_fd_sc_hd__o21ai_0,517
sky130_fd_sc_hd__nor2_1,568
sky130_fd_sc_hd__or3_1,43
sky130_fd_sc_hd__nor3_1,152
sky130_fd_sc_hd__a31oi_1,66
sky130_fd_sc_hd__ha_1,784
sky130_fd_sc_hd__dfxtp_1,3526
sky130_fd_sc_hd__nor2b_1,110
sky130_fd_sc_hd__clkbuf_8,77
sky130_fd_sc_hd__xor2_1,304
sky130_fd_sc_hd__clkdlybuf4s50_1,450
sky130_fd_sc_hd__o31ai_1,47
sky130_fd_sc_hd__nand3_1,156
sky130_fd_sc_hd__a21oi_1,588
sky130_fd_sc_hd__clkbuf_16,418
sky130_fd_sc_hd__and2_1,835
sky130_fd_sc_hd__a21o_1,365
sky130_fd_sc_hd__inv_1,1811
sky130_fd_sc_hd__edfxtp_1,352
sky130_fd_sc_hd__o21a_1,113
sky130_fd_sc_hd__a211oi_1,73
sky130_fd_sc_hd__mux2_2,102
sky130_fd_sc_hd__buf_4,551
sky130_fd_sc_hd__and3_1,58
sky130_fd_sc_hd__o211ai_1,42
sky130_fd_sc_hd__fa_1,720
sky130_fd_sc_hd__clkbuf_1,63
## layer usage
metal  vias to the layer above  track usage
met2                      5440       0.5490
met5                         -      0.03280
met4                        56       0.2189
li1                      66900            -
met3                      1217       0.2270
met1                     66730       0.5824
## stage by stage
| step | total power [uW] | cells | utilization |
|---|---|---|---|
| after global routing | 1108 | 26570 | 0.5752 |
| after CTS | 1036 | 26560 | 0.5752 |
| after detailed placement | 832.7 | 25820 | 0.5362 |
| final | 1054 | 26590 | 0.5754 |
| after global placement | 839.1 | 25820 | 0.5362 |
| after floorplan | 584.3 | 20660 | - |
Power and IR drop assume default switching activity.
